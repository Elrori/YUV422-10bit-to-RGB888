==> flow/design.v <==
module yuv422_to_rgb
(
    input       wire        clk     ,
    input       wire        cke     ,
    input       wire        yuv_hs  ,
    input       wire        yuv_vs  ,
    input       wire        yuv_de  ,
    input       wire [9 :0] yuv_y   ,
    input       wire [9 :0] yuv_c   ,
    output      wire        rgb_hs  ,
    output      wire        rgb_vs  ,
    output      wire        rgb_de  ,
    output      wire [23:0] rgb_dat
);
reg        cr         = 1'd0;
reg [1 :0] sft_hs     = 'd0;
reg [1 :0] sft_vs     = 'd0;
reg [1 :0] sft_de     = 'd0;
reg [9 :0] yuv_y_r    = 'd0;
wire       yuv444_hs  = sft_hs[1];
wire       yuv444_vs  = sft_vs[1];
wire       yuv444_de  = sft_de[1];
reg [9 :0] yuv444_y   = 'd0;
reg [9 :0] yuv444_cb  = 'd0;
reg [9 :0] yuv444_cr  = 'd0;
always @(posedge clk) begin
    if (cke) begin
        yuv_y_r   <= yuv_y;
        yuv444_y  <= yuv_y_r;
        sft_hs    <= {sft_hs, yuv_hs};
        sft_vs    <= {sft_vs, yuv_vs};
        sft_de    <= {sft_de, yuv_de};
    end
end
always @(posedge clk) begin
    if(cke)begin
        if (yuv_de) begin
            cr <= ~cr;
        end else begin
            cr <= 1'd0;
        end
    end
end
reg signed [9:0]buffer_cb='d0;
always @(posedge clk) begin
    if(cke&&yuv_de)begin
        if (cr==0) begin
            buffer_cb <= yuv_c;
        end else begin
            yuv444_cb <= buffer_cb;
            yuv444_cr <= yuv_c;
        end
    end
end
wire        [7 :0] yuv444_8b_y   =  (yuv444_y[9:2] < 16 )?16  :
                                    (yuv444_y[9:2] > 235)?235 :
                                     yuv444_y[9:2];
wire        [7 :0] yuv444_8b_cb  =  (yuv444_cb[9:2] < 16 )?16 :
                                    (yuv444_cb[9:2] > 239)?239:
                                     yuv444_cb[9:2];      
wire        [7 :0] yuv444_8b_cr  =  (yuv444_cr[9:2] < 16 )?16 :
                                    (yuv444_cr[9:2] > 239)?239:
                                     yuv444_cr[9:2];  
reg signed [8 :0]y_coe=0;
reg signed [8 :0]u_coe=0;
reg signed [8 :0]v_coe=0;
reg signed [19:0]rgb_int0=0;
reg signed [19:0]rgb_int1=0;
reg signed [19:0]rgb_int2=0;
reg signed [19:0]rgb_int3=0;
reg signed [19:0]rgb_int4=0;
reg signed [19:0]rgb_b=0;
reg signed [19:0]rgb_g=0;
reg signed [19:0]rgb_r=0;
wire signed[9:0]rgb_b_cut=rgb_b>>10;
wire signed[9:0]rgb_g_cut=rgb_g>>10;
wire signed[9:0]rgb_r_cut=rgb_r>>10;
reg signed [7 :0]rgb_8b_b=0;
reg signed [7 :0]rgb_8b_g=0;
reg signed [7 :0]rgb_8b_r=0;
reg        [3:0]sft_yuv444_hs  = 'd0;
reg        [3:0]sft_yuv444_vs  = 'd0;
reg        [3:0]sft_yuv444_de  = 'd0;
assign rgb_hs = sft_yuv444_hs[3];
assign rgb_vs = sft_yuv444_vs[3];
assign rgb_de = sft_yuv444_de[3];
assign rgb_dat = {rgb_8b_r,rgb_8b_g,rgb_8b_b};
always @(posedge clk) begin
    if (cke) begin
        y_coe <= yuv444_8b_y  -  16;
        u_coe <= yuv444_8b_cb - 128;
        v_coe <= yuv444_8b_cr - 128;
        rgb_int0 <= 1192*y_coe;
        rgb_int1 <= 1634*v_coe;
        rgb_int2 <= 833 *v_coe;
        rgb_int3 <= 400 *u_coe;
        rgb_int4 <= 2066*u_coe;
        rgb_r    <= rgb_int0 + rgb_int1;
        rgb_g    <= rgb_int0 - rgb_int2 - rgb_int3;
        rgb_b    <= rgb_int0 + rgb_int4;
        rgb_8b_b <= (rgb_b_cut>255)?255:
                    (rgb_b_cut<  0)?0  :
                     rgb_b_cut[7:0];
        rgb_8b_g <= (rgb_g_cut>255)?255:
                    (rgb_g_cut<  0)?0  :
                     rgb_g_cut[7:0];
        rgb_8b_r <= (rgb_r_cut>255)?255:
                    (rgb_r_cut<  0)?0  :
                     rgb_r_cut[7:0];
        sft_yuv444_hs <= {sft_yuv444_hs,yuv444_hs};
        sft_yuv444_vs <= {sft_yuv444_vs,yuv444_vs};
        sft_yuv444_de <= {sft_yuv444_de,yuv444_de};
    end
end
endmodule
==> flow/run.sh <==
#!/bin/bash
# OpenROAD 26Q1-2900-gdf79404cd8, Yosys 0.63+post, stock flow scripts
make -C /OpenROAD-flow-scripts/flow DESIGN_CONFIG=/design/flow/config.mk WORK_HOME=/design/flow/orfs finish
==> flow/config.mk <==
export PLATFORM = sky130hd
export DESIGN_NAME = yuv422_to_rgb
export DESIGN_NICKNAME = yuv422_to_rgb
export VERILOG_FILES = /design/flow/design.v
export SDC_FILE = /design/flow/constraint.sdc
export NUM_CORES = 4
export LEC_CHECK = 1
export CORE_UTILIZATION = 30
==> flow/constraint.sdc <==
current_design yuv422_to_rgb

set clk_period 6.3
set clk_io_pct 0.2

create_clock -name clk0 -period $clk_period [get_ports {clk}]

set non_clock_inputs [all_inputs -no_clocks]
set_input_delay [expr $clk_period * $clk_io_pct] -clock clk0 $non_clock_inputs
set_output_delay [expr $clk_period * $clk_io_pct] -clock clk0 [all_outputs]
==> notes.md <==
Implementation numbers.

- Setup repair after global routing left no endpoint under its margin.
- The reported leakage power reads 7.14 nW.
- The number of antenna violations at the first check in global routing is 0.
- In this run, synthesis inferred 220 flip-flops with an integrated enable.
- The part of the power in the clock network reads 0.210.
- The logic depth of the worst register-to-register path reads 17.
- The max capacitance violation total reads 0.
- According to the floorplan report, the placeable core area is between 0.04 and 0.05 mm^2.
- The nature of the critical path startpoint reads a flop.
- The remaining global-route overflow reads 0.
- Looking at the hold checks, the worst path lands on yuv444_cb[4]$_DFFE_PP_.
- Of all nets on the critical path, the largest fanout is 13.
- The DRC violation count after routing reads 0.
- The transition time recorded at the tightest slew-check pin is approximately 700 ps.
- The type of the setup path with the least slack is flop to flop.
- The layout cell share with drive strength beyond 1 is 0.0412.
- The floorplan utilization reads 0.304.
- The number of global-route vias before repair reads 8,187.
- Counting pins that exceed their max-slew limit in the final report gives 0.
- Buffers placed on the I/O ports in this run total 47.
- The cell count after synthesis is 1,180.
- Data arrives at the worst endpoint at 4790 ps.
- The maximum number of pins on one net before global-route repair reads 122.
- The worst hold path belongs to the class flop to flop.
- The part of the total power dissipated in combinational logic reads 0.432.
- The half-perimeter wire length after placement is 19,400 um.
- The first global-routing pass estimated ~41,000 um of wire.
- The final core utilization is 0.346.
- The total wirelength of the detailed-routed design reads 24,700 um.
- The global routing report lists combined usage of all routing layers as 0.108.
- The clock latency reported for the late side of the worst-skew pair is between 500 and 600 ps.
- The chip area estimate from yosys synthesis is 0.0145 mm^2.
- The post-route standard cell area excluding fillers is 0.0165 mm^2.
- The number of violations reported at the end of detailed-routing iteration 0 is 363.
- The number of sinks driven by the clock tree is between 200 and 250.
- The total setup buffers inserted after CTS reads 0.
- The floorplan step set the die height to around 220 um.
- The number of synthesis warnings reads 1.
- The dominant register cell reads sky130_fd_sc_hd__edfxtp_1.
- The count of unique library cells instantiated by Yosys is 58.
- The maximum vdd drop is 0.214 mV.
- The cell-internal power reads 4.29 mW.
- The number of hold buffers added after CTS reads 0.
- Per the timing report, the most critical flop-to-flop path originates at v_coe[7]$_DFFE_PP_.
- The count of final hold-check violations reads 0.
- Before any placement, the netlist area is recorded as between 0.01 and 0.015 mm^2.
- The final weighted congestion in routability-driven placement is roughly 0.85.
- The total of fill cells in the finished design is between 4,000 and 5,000.
- The critical path data required time reads 6570 ps.
- In this run the power density over the cells is 400 mW/mm^2.
- For flop-to-flop paths, the worst setup slack is roughly 1800 ps.
- The final routed wire length divided by cell count reads 13.2 um.
- The hold path startpoint reads buffer_cb[4]$_DFFE_PP_.
- The area overhead of the layout relative to synthesis is 13.9%.
- The number of warnings in the stage logs is 44.
- The final-layout setup total negative slack is 0 ps.
- The count of TritonRoute iterations in the first routing pass is 4.
- The reported net switching power is 2.33 mW.
- Endpoints with negative setup slack in the final report add up to 0.
- The overall die area reads 0.0493 mm^2.
- The flow ran to the end, and the final reports show no timing, DRC or antenna violations.
- The CTS report gives the tree buffer count as 25.
- The maximum clock frequency is between 200 and 250 MHz.
- In the layout the commonest cells are 252 x sky130_fd_sc_hd__ha_1, 220 x sky130_fd_sc_hd__edfxtp_1, 140 x sky130_fd_sc_hd__inv_1, 107 x sky130_fd_sc_hd__nor2_1, 60 x sky130_fd_sc_hd__a21oi_1.
- The portion of total power attributed to sequential cells reads 0.357.
- On the final layout, the worst clock skew is roughly 27 ps.
- The quantity of gates resized following cts is 0.
- The switching share of power is 0.352.
- The depth of the worst hold-timing path is 0.
- STA classifies the critical path endpoint as a flop.
- The root buffer cell reads sky130_fd_sc_hd__clkbuf_16.
- The detailed router placed 8,330 vias in this run.
- TritonCTS built the clock tree.
- Of the available clock period, the critical path in the final layout requires 0.717.
- The number of rows in the core area is 80.
- The clock period minus final worst setup slack is 4520 ps.
- The synth_stat.txt file lists the number of cells as 1,180.
- The async set-reset flop share out of synthesis is 0.
- The share of synthesized area occupied by flip-flops and latches is 0.455.
- The capture point of the worst reg-to-reg path is rgb_int2[19]$_DFFE_PP_.
- The level count of the clock H-tree is 1.
- The post-route antenna net violation count is 0.
- The number of vias per cell is 4.44.
- The horizontal die dimension is between 200 and 250 um.
- The cell area after placement reads 0.0157 mm^2.
- The per-instance average area after synthesis is approximately 12 um^2.
- Pin placement for this block handled 52 I/O pins.
- The most common logic cell in the final layout is sky130_fd_sc_hd__ha_1.
- Checking max transition, the worst relative margin is 0.544.
- The clock-pin slew of the registers on the worst-case setup and hold paths reads roughly 60 ps.
- In this run the deepest clock path goes through 3 buffers.
- The flip-flop and latch count after synthesis is ~220.
- The routed design ends up with an antenna cell count of 0.
-- how the worst max path moves through the flow --
stage	from	end	slack (ps)	cells after the start
after CTS	v_coe[7]$_DFFE_PP_	rgb_int2[19]$_DFFE_PP_	1720	17
after global routing	v_coe[7]$_DFFE_PP_	rgb_int2[19]$_DFFE_PP_	1500	17
final	v_coe[7]$_DFFE_PP_	rgb_int2[19]$_DFFE_PP_	1780	17
-- synth_stat cells, drive strengths merged, types with 5 or more instances --
| cell | number | area, um^2 |
|---|---|---|
| a211oi | 12 | 95.1 |
| inv | 140 | 526 |
| xor2 | 21 | 184 |
| xnor2 | 52 | 455 |
| nand2 | 40 | 150 |
| a21o | 22 | 165 |
| and3 | 10 | 62.6 |
| nor2b | 9 | 56.3 |
| o21ai | 23 | 115 |
| nand3 | 13 | 65.1 |
| edfxtp | 220 | 6610 |
| o21bai | 12 | 90.1 |
| fa | 58 | 1160 |
| nor3 | 13 | 65.1 |
| nor2 | 107 | 402 |
| or3 | 8 | 50.1 |
| or2 | 6 | 37.5 |
| o21a | 8 | 60.1 |
| o211ai | 6 | 45.0 |
| a31oi | 6 | 37.5 |
| ha | 252 | 3150 |
| a211o | 5 | 43.8 |
| nand4 | 7 | 43.8 |
| a21oi | 62 | 318 |
| nand2b | 8 | 50.1 |
| nor3b | 6 | 45.0 |
| clkbuf | 11 | 41.3 |
-- power groups by stage --
stage | sequential, mW | clock (mW) | combinational, mW
after CTS | 2.38 | 1.43 | 2.89
final | 2.36 | 1.39 | 2.86
after global routing | 2.41 | 1.49 | 3.28
-- routing by layer --
layer  GRT usage  wire, um
met4      0.0204       570
met1       0.161     11800
met3      0.0248      1150
met2       0.169     11200
met5           0         0
-- critical path: stages, from the launching register on --
cell                       delay, ps
sky130_fd_sc_hd__edfxtp_1        320
sky130_fd_sc_hd__buf_4           220
sky130_fd_sc_hd__inv_1           200
sky130_fd_sc_hd__ha_1            320
sky130_fd_sc_hd__inv_1            60
sky130_fd_sc_hd__ha_1            270
sky130_fd_sc_hd__inv_1            50
sky130_fd_sc_hd__fa_1            530
sky130_fd_sc_hd__inv_1            50
sky130_fd_sc_hd__fa_1            500
sky130_fd_sc_hd__ha_1            320
sky130_fd_sc_hd__ha_1            340
sky130_fd_sc_hd__a31oi_1         250
sky130_fd_sc_hd__o21bai_1        120
sky130_fd_sc_hd__a21oi_1         230
sky130_fd_sc_hd__o211ai_1        170
sky130_fd_sc_hd__a21oi_1         210
sky130_fd_sc_hd__xnor2_1          80
-- kinds of logic (layout without fill, tap and decap cells) --
kind of cell | after synthesis | after routing | share of synthesized area
compound gates | 187 | 187 | 0.0873
xor+xnor | 73 | 73 | 0.0441
fa+ha+maj | 310 | 310 | 0.297
buf+inv | 152 | 234 | 0.0396
flops | 220 | 220 | 0.455
mux | 2 | 2 | 0.00138
simple gates | 236 | 236 | 0.0753
-- stage by stage --
stage	hold slack [ps]	instances	power [mW]	setup slack [ps]
detailed placement	405	1832	5.27	1770
global placement	402	1832	5.23	1800
floorplan	400	1180	4.50	2000
CTS	414	1877	6.70	1720
finish	414	1877	6.62	1780
global route	419	1877	7.18	1500
-- area by class of cell --
type,instances,area [um^2],share of cell area
Clock inverter,17,155,0.00939
Inverter,140,526,0.0318
Multi-Input combinational cell,808,7330,0.444
Tap cell,615,769,0.0466
Sequential cell,220,6610,0.400
Clock buffer,28,637,0.0385
Timing Repair Buffer,49,502,0.0304
-- sequential cells by signal (all words and copies together), names as in the netlist, 9 cells and up --
name / count
rgb_int0: 17
rgb_int4: 19
rgb_r: 10
rgb_b: 10
y_coe: 9
rgb_int1: 15
rgb_int2: 20
rgb_g: 10
rgb_int3: 11
No activity file was given, so power comes from the tool's default toggle rates.
